File: design.v
module ssd_controller (
    input wire clk,
    input wire rst,
    input wire [31:0] host_data_in,
    output wire [31:0] host_data_out,
    input wire host_read,
    input wire host_write,
    output wire host_ready,
    output wire [31:0] flash_data_out,
    input wire [31:0] flash_data_in,
    output wire flash_ready,
    input wire flash_read,
    input wire flash_write
);
    wire [31:0] ecc_data_out;
    wire error_detected;
    wire error_corrected;
    host_interface host (
        .clk(clk),
        .rst(rst),
        .host_data_in(host_data_in),
        .host_data_out(host_data_out),
        .host_read(host_read),
        .host_write(host_write),
        .host_ready(host_ready)
    );
    flash_memory_interface flash (
        .clk(clk),
        .rst(rst),
        .flash_data_in(flash_data_in),
        .flash_data_out(flash_data_out),
        .flash_read(flash_read),
        .flash_write(flash_write),
        .flash_ready(flash_ready)
    );
    ecc error_correction (
        .data_in(host_data_in),
        .data_out(ecc_data_out),
        .error_detected(error_detected),
        .error_corrected(error_corrected)
    );
endmodule
module ecc (
    input wire [31:0] data_in,
    output wire [31:0] data_out,
    output wire error_detected,
    output wire error_corrected
);
    assign error_detected = ^data_in;  
    assign error_corrected = (error_detected) ? ~data_in : data_in;
    assign data_out = data_in;  
endmodule
module flash_memory_interface (
    input wire clk,
    input wire rst,
    input wire [31:0] flash_data_in,
    output wire [31:0] flash_data_out,
    input wire flash_read,
    input wire flash_write,
    output wire flash_ready
);
    reg [31:0] data_reg;
    reg ready;
    always @(posedge clk or posedge rst) begin
        if (rst) begin
            data_reg <= 32'b0;
            ready <= 1'b0;
        end else if (flash_write) begin
            data_reg <= flash_data_in;
            ready <= 1'b1;
        end else if (flash_read) begin
            ready <= 1'b1;
        end else begin
            ready <= 1'b0;
        end
    end
    assign flash_data_out = (flash_read) ? data_reg : 32'bz;
    assign flash_ready = ready;
endmodule
module host_interface (
    input wire clk,
    input wire rst,
    input wire [31:0] host_data_in,
    output wire [31:0] host_data_out,
    input wire host_read,
    input wire host_write,
    output wire host_ready
);
    reg [31:0] data_reg;
    reg ready;
    always @(posedge clk or posedge rst) begin
        if (rst) begin
            data_reg <= 32'b0;
            ready <= 1'b0;
        end else if (host_write) begin
            data_reg <= host_data_in;
            ready <= 1'b1;
        end else if (host_read) begin
            ready <= 1'b1;
        end else begin
            ready <= 1'b0;
        end
    end
    assign host_data_out = (host_read) ? data_reg : 32'bz;
    assign host_ready = ready;
endmodule
File: run.sh
#!/bin/bash
# OpenROAD 26Q1-2900-gdf79404cd8, Yosys 0.63+post, stock flow scripts
make -C /OpenROAD-flow-scripts/flow DESIGN_CONFIG=/design/flow/config.mk WORK_HOME=/design/flow/orfs finish
File: constraint.sdc
current_design ssd_controller

set clk_period 1.5
set clk_io_pct 0.2

create_clock -name clk0 -period $clk_period [get_ports {clk}]

set non_clock_inputs [all_inputs -no_clocks]
set_input_delay [expr $clk_period * $clk_io_pct] -clock clk0 $non_clock_inputs
set_output_delay [expr $clk_period * $clk_io_pct] -clock clk0 [all_outputs]
File: config.mk
export PLATFORM = sky130hd
export DESIGN_NAME = ssd_controller
export DESIGN_NICKNAME = ssd_controller
export VERILOG_FILES = /design/flow/design.v
export SDC_FILE = /design/flow/constraint.sdc
export NUM_CORES = 4
export LEC_CHECK = 1
export CORE_UTILIZATION = 40
==> results_slide.txt <==
Physical Implementation Snapshot

Routing
  – Final WL: 5.697 mm
  – DR vias/cell: 4.534
  – DR vias: 1732
  – Pre-antenna DRT Iters: 27
  – Drc violations: 0
  – DR WL/cell: 14.91 um
  – Post-route ant nets: 0
  – Iter 0 DRT Violations: 107
  – Diode count: 0

CTS
  – Htree depth: 3
  – Inserted Clock Buffers: 9
  – TritonCTS Sinks: 66
  – CTS max path bufs: 2
  – TritonCTS clock tree: done
  – Later-pin clock latency in the skew report: 0.33 ns
  – CTS root buf: clkbuf_8
  – Clock slew at reported path FFs: 0.07 ns

Critical path
  – Crit-path cells: clkdlybuf4s50_1
  – Buf+Inv Stages, Crit Path: 1
  – Crit path capture type: output port
  – Worst Path Required: 1.20 ns
  – Worst Setup Start Kind: flip-flop
  – Slowest cell on crit path: clkdlybuf4s50_1
  – Crit path max fanout: 2
  – Setup CP Type: reg2out
  – Family with the most delay on the worst path: buffers and inverters
  – WP data arrival: 1.16 ns
  – Crit path largest cell delay: 0.46 ns
  – R2R Setup Slk: 0.61 ns

Power
  – Pleak: 2.353 nW
  – Peak VDD IR: 0.0006043 V
  – PwrDens: 1011 nW/um^2

Placed design
  – Placed Cells: 349
  – Port Buf Inserts: 135
  – GPL Wtd Cong: 0.7715
  – Detailed Place HPWL: 3.843 mm
  – Placed cell area: 4128 sq um

STA
  – Worst Skew: 0 ns
  – Relative slew slack: 78.87%
  – Fin crit period: 1.463 ns
  – Slew Limit Fails: 0
  – Final Hold Fails: 0
  – Peak Freq: 683.6 MHz
  – Cycle use final: 97.52%
  – Final setup fails: 0
  – Worst-margin pin slew: 0.3163 ns

Global route
  – Overall Global Routing Usage: 16.77%
  – Vias in the first global route: 1732
  – Initial antenna violation count: 0
  – Grt ovf: 0
  – First-pass GRT wire length: 9.004 mm
  – Largest net degree at the start of global routing: 34

Yosys
  – Most frequent cells after synthesis: 66 x dfrtp_1, 58 x mux2_4, 6 x buf_12, 6 x mux2_2
  – Cell type with the largest total area: dfrtp_1
  – Synth top cell by count: dfrtp_1
  – Fraction of registers with async set/reset: 100.0%
  – Yosys reg bits: 66
  – Dominant register cell: dfrtp_1
  – Top cells by area: dfrtp_1 60%, mux2_4 32%, buf_12 4.4%
  – Top cell type's share of synthesized area: 60.08%
  – Gate Count Post-Synth: 141
  – EDFF count, synth: 0
  – Netlist Area Pre-Place: 2749 sq um
  – Yosys Instances: 141
  – Seq share, synth: 60.08%
  – Cell Type Count: 7
  – Synthesis Warnings: 4
  – Avg Cell Area, Syn: 19.50 sq um
  – Yosys stat chip area: 2749 sq um

Finish
  – Finished Cell Area: 4569 sq um
  – Share of post-route cells with drive strength above 1: 33.77%
  – Area Growth Syn to Fin: 66.23%
  – Final Util: 70.35%
  – # fillers: 433
  – Layout Cells excl Fill: 382

Job
  – Log Warnings: 26
  – # Max-Cap Violations: 0

Worst hold path
  – Hold crit path type: in2async

Die
  – Chip Width: 84.90 um
  – Die Y: 84.90 um
  – Area of the core: 6495 sq um
  – Initial Util: 42.32%
  – Std cell rows: 29
  – # IOs: 136
  – DIE AREA: 7208 sq um

Outcome
  – Status: finished, final reports clean
-- per-layer routing --
layer,wire (um),GRT usage (%),up-vias,share of wire [%]
met5,0,0,-,0
met4,54,1.541,0,0.95
met3,634,6.811,6,11
met2,2434,22.76,87,43
met1,2573,27.65,831,45
li1,-,-,808,-
-- worst paths after layout --
| path | to | from | cells past startpoint |
|---|---|---|---|
| setup / recovery | host_data_out[5] | host.data_reg[5]$_DFFE_PP0P_ | 1 |
| hold / removal | host.data_reg[19]$_DFFE_PP0P_ | rst | 2 |
| setup reg to reg | flash.data_reg[1]$_DFFE_PP0P_ | flash.data_reg[1]$_DFFE_PP0P_ | 2 |
| hold reg to reg | flash.data_reg[24]$_DFFE_PP0P_ | flash.data_reg[24]$_DFFE_PP0P_ | 1 |
| max in group asynchronous | flash.data_reg[24]$_DFFE_PP0P_ | rst | 3 |
| min in group clk0 | flash.ready$_DFF_PP0_ | flash_write | 3 |
-- where the power goes --
group | total [mW] | switching [mW] | internal (mW)
logic | 0.908 | 0.192 | 0.716
clock network | 1.67 | 0.641 | 1.03
registers | 2.04 | 0.0862 | 1.96
-- cell type report --
cell class                 count  area (sq um)  share of cell area [%]
tap                           77         96.34                   2.108
sequential                    66          1652                   36.14
inverter                       1         7.507                  0.1643
clock inverter                 4         73.82                   1.616
timing repair buffer         156          1634                   35.76
clock buffer                  12         155.1                   3.395
multi-input combinational     66         950.9                   20.81
-- through the flow --
stage          TNS [ns]  power (mW)  setup slack [ns]  hold WS (ns)
3_5_place_dp          0       2.960            0.3451        0.4906
4_1_cts               0       4.666          0.001537        0.2621
5_1_grt        -0.01882       4.849          -0.01370        0.2662
6_report              0       4.618           0.03715        0.2760
3_3_place_gp          0       2.962            0.3522        0.4897
2_1_floorplan         0       2.398            0.4860        0.4038
-- worst register-to-register path, cell delays in order (launching register included) --
cell,delay [ns]
dfrtp_1,0.38
buf_4,0.14
mux2_4,0.26
-- kinds of logic (layout without fill, tap and decap cells) --
family        count (synthesis)  after routing  share of synthesized area (%)
simple gates                  2              2                         0.4551
flops                        66             66                          60.08
buf+inv                       9            173                          5.325
mux                          64             64                          34.14
-- what timing repair did --
| item | in CTS | in global routing |
|---|---|---|
| gates resized | 0 | 34 |
| endpoints found under the setup margin | 0 | 43 |
| setup buffers | 0 | 17 |
| hold buffers | 0 | 0 |
-- placed cells by master (no fill, tap or decap) --
| cell | n |
|---|---|
| buf_2 | 2 |
| dfrtp_1 | 66 |
| dlymetal6s2s_1 | 34 |
| buf_12 | 4 |
| or2_1 | 2 |
| mux2_2 | 6 |
| clkinv_2 | 1 |
| clkinv_4 | 1 |
| clkinvlp_4 | 1 |
| bufinv_16 | 2 |
| clkbuf_8 | 11 |
| buf_4 | 17 |
| clkbuf_1 | 1 |
| mux2_4 | 58 |
| clkdlybuf4s50_1 | 99 |
No activity file was given, so power comes from the tool's default toggle rates.
