===== flow/design.v =====
module nvme_controller(
    input wire [127:0] pcie_rx_data,  
    input wire pcie_rx_valid,         
    input wire [31:0] ssd_data_in,    
    output wire [31:0] ssd_data_out,  
    output wire ssd_write_enable,     
    output wire ssd_read_enable,      
    output wire [127:0] pcie_tx_data, 
    output wire pcie_tx_valid         
);
    localparam [7:0] NVME_CMD_READ  = 8'h01;
    localparam [7:0] NVME_CMD_WRITE = 8'h02;
    wire [7:0] command_opcode   = pcie_rx_data[7:0];       
    wire [31:0] command_addr    = pcie_rx_data[63:32];     
    wire [31:0] command_data    = pcie_rx_data[127:96];    
    assign ssd_read_enable = (pcie_rx_valid && (command_opcode == NVME_CMD_READ)) ? 1'b1 : 1'b0;
    assign ssd_write_enable = (pcie_rx_valid && (command_opcode == NVME_CMD_WRITE)) ? 1'b1 : 1'b0;
    assign ssd_data_out = (ssd_write_enable) ? command_data : 32'b0;
    assign pcie_tx_data = (ssd_read_enable) ? {ssd_data_in, 96'b0} : 128'b0;
    assign pcie_tx_valid = (ssd_read_enable) ? 1'b1 : 1'b0;
endmodule

===== flow/run.sh =====
#!/bin/bash
# OpenROAD 26Q1-2900-gdf79404cd8, Yosys 0.63+post, stock flow scripts
make -C /OpenROAD-flow-scripts/flow DESIGN_CONFIG=/design/flow/config.mk WORK_HOME=/design/flow/orfs finish

===== flow/config.mk =====
export PLATFORM = sky130hd
export DESIGN_NAME = nvme_controller
export DESIGN_NICKNAME = nvme_controller
export VERILOG_FILES = /design/flow/design.v
export SDC_FILE = /design/flow/constraint.sdc
export NUM_CORES = 4
export LEC_CHECK = 1
export CORE_AREA = 10 10 132 132
export DIE_AREA = 0 0 142 142

===== flow/constraint.sdc =====
current_design nvme_controller

set clk_period 3.8
set clk_io_pct 0.2

create_clock -name clk0 -period $clk_period

set non_clock_inputs [all_inputs -no_clocks]
set_input_delay [expr $clk_period * $clk_io_pct] -clock clk0 $non_clock_inputs
set_output_delay [expr $clk_period * $clk_io_pct] -clock clk0 [all_outputs]

==> Flow_metrics.wiki <==
== Flow metrics ==
{| class="wikitable"
! Metric !! Value
|-
| Violation count after the first detailed-route iteration || 43
|-
| Overall global routing resource usage || 6.49%
|-
| Area added between synthesis and finish || 70.7%
|-
| Status || complete, no violations
|-
| Leading post-synthesis cells by cell area || buf_4 (41%), nor4_2 (28%), inv_1 (13%), nor4_1 (8.4%), buf_6 (3.2%)
|-
| Share of the cycle needed by the critical path after routing || 97.1%
|-
| Final RePlAce weighted congestion || 0.743
|-
| Worst hold start || ssd_data_in[8]
|-
| Start point of the critical path || pcie_rx_data[6]
|-
| Mux area share || 0%
|-
| Area used by sequential logic in the layout || 0 sq um
|-
| Number of distinct library cells after synthesis || 13
|-
| Largest incremental delay on the critical path || 0.69 ns
|-
| Post-Synthesis Cell Area || 1790 sq um
|-
| PnR Total Power || 0.148 mW
|-
| Worst setup path endpoint || pcie_tx_data[112]
|-
| Mapped Avg Cell Area || 7.03 sq um
|-
| Biggest fanout along the worst timing path || 16
|-
| DRT Wirelength || 7650 um
|-
| Largest family of logic cells by area || buffers and inverters
|-
| Horizontal die dimension || 142 um
|-
| Detailed-route wire length per cell || 13.6 um
|-
| Final worst path period need || 3.69 ns
|-
| Critical Path Sink Type || primary output
|-
| N_diodes || 0
|-
| Sequential-to-total area share from yosys stat || 0%
|-
| Critical Path Slowest Stage Cell || or4b_4
|-
| Fraction of synthesized cell area taken by the top area cell type || 40.8%
|-
| Final Hold Fails || 0
|-
| Arrival time at the worst endpoint || 2.93 ns
|-
| Power density of the placed cells || 48.5 nW/um^2
|-
| Number of antenna violations at the first check in global routing || 0
|-
| Combinational gate area || 1060 sq um
|-
| CTS resizes || 0
|-
| Cell mode on critical path || clkdlybuf4s50_1
|-
| Warning total across the stage logs || 120
|-
| Routed via count || 1809
|-
| Basic-gate share of the synthesized area counting and, or, nand and nor cells || 38.8%
|-
| DRC Markers || 0
|-
| Final Max-Slew Violation Tally || 0
|-
| Worst path cell trace || clkdlybuf4s50_1, or4b_4, buf_4, nor4_1, clkdlybuf4s50_1
|-
| Area of the core || 14500 sq um
|-
| Via count of the first global-routing pass || 1847
|-
| Height of the die || 142 um
|-
| Adder-cell share of the synthesized area || 0%
|-
| Setup repair after global routing missed its margin || no
|-
| Number of clock buffers in the layout || 0
|-
| Count of pins on the block boundary || 324
|-
| Number of port buffers || 140
|-
| CP Launch Type || primary input
|-
| Instance count of the mapped netlist || 254
|-
| Leftover overflow at the end of global routing || 0
|-
| Data required time at the worst endpoint || 3.04 ns
|-
| Post-DR vias/cell || 3.21
|-
| Ratio of cells with drive above 1 in the final layout || 13.7%
|-
| Largest net degree at the start of global routing || 35
|-
| Achievable clock frequency || 271 MHz
|-
| Final-layout fill cell count || 1617
|-
| Area share of and-or/or-and cells after synthesis || 0%
|-
| Flop count || 0
|-
| Leakage power || 1.25 nW
|-
| Yosys synthesis chip area || 1790 sq um
|-
| Synth warn || 0
|-
| Global-route wire length before repair || 10600 um
|-
| Number of max-cap violations || 0
|-
| Die outline area || 20200 sq um
|-
| Crit Path Category || in -> out
|-
| Final Util || 21.0%
|-
| Setup_tns || 0 ns
|-
| Most area-hungry cell type in the Yosys netlist || buf_4
|-
| Xor and xnor fraction of the mapped netlist area || 0%
|-
| Half-perimeter wire length after detailed placement || 6680 um
|-
| Core utilization at floorplan || 12.3%
|-
| Floorplan row count || 44
|-
| Class of the tightest hold or removal check || in -> out
|-
| VDD IR max || 15.5 uV
|-
| Setup violation total in the final timing report || 0
|-
| Post-CTS setup buffers || 0
|-
| Post-route ant nets || 0
|-
| Yosys Instances || 254
|-
| First-pass detailed-route iteration total || 4
|-
| Total of hold buffers inserted after clock tree synthesis || 0
|}
==> cell type report <==
type / count / share of cell area (%)
timing repair buffer: 149 / 49.8
inverter: 64 / 7.88
tap: 184 / 7.55
multi-input combinational: 166 / 34.8
==> cells in the final DEF (no fill, tap or decap) <==
master and n:
buf_12 4, buf_4 5, clkdlybuf4s50_1 140, conb_1 96, inv_1 64, nand2b_1 1, nand2b_2 1, nor3_1 2
nor4_1 24, nor4_2 40, or3_4 1, or4b_4 1
==> stage by stage <==
step,hold slack (ns),worst slack (ns),area (sq um),cells
after floorplan,1.58,1.24,2140,349
after global placement,2.40,0.0763,3050,563
after detailed placement,2.40,0.0582,3050,563
after CTS,2.40,0.0607,3050,563
after global routing,2.43,0.00235,3050,563
final,2.40,0.109,3050,563
==> critical path, delay by kind of cell <==
kind                   cells  cell delay (ns)
buffers and inverters      3             1.17
AND/OR/NAND/NOR            2             0.99
==> cells by family after synthesis <==
| group | count (synthesis) |
|---|---|
| AND/OR/NAND/NOR | 70 |
| buffers and inverters | 183 |
| other | 1 |
==> power breakdown <==
part	switching (mW)	leakage [nW]	internal, mW
combinational	0.0648	1.25	0.0832
clock	0	0	0
sequential	0	0	0
total	0.0648	1.25	0.0832
==> per-layer routing <==
metal	track usage [%]	vias to the layer above	wire, um
met5	0	-	0
met4	0	0	0
met3	2.27	0	822
met2	11.0	134	3640
met1	8.21	806	3180
li1	-	869	-
==> cells in the mapped netlist <==
master	number
buf_1	4
buf_2	1
buf_4	97
buf_6	5
clkbuf_1	12
conb_1	1
inv_1	64
nand2b_1	2
nor3_1	2
nor4_1	24
nor4_2	40
or3_1	1
or4b_4	1
==> worst min path at each step <==
stage,endpoint,slack [ns],cells after the start
4_1_cts,pcie_tx_data[104],2.40,4
5_1_grt,ssd_data_out[19],2.43,4
6_report,pcie_tx_data[104],2.40,4
Power and IR drop assume default switching activity.
